==> ./config.mk <==
export PLATFORM = sky130hd
export DESIGN_NAME = adder_axis_pipe
export DESIGN_NICKNAME = adder_axis_pipe
export VERILOG_FILES = /design/flow/design.v
export SDC_FILE = /design/flow/constraint.sdc
export NUM_CORES = 4
export LEC_CHECK = 1
export CORE_AREA = 10 10 74 74
export DIE_AREA = 0 0 84 84
==> ./constraint.sdc <==
current_design adder_axis_pipe

set clk_period 2.5
set clk_io_pct 0.2

create_clock -name clk0 -period $clk_period [get_ports {aclk}]

set non_clock_inputs [all_inputs -no_clocks]
set_input_delay [expr $clk_period * $clk_io_pct] -clock clk0 $non_clock_inputs
set_output_delay [expr $clk_period * $clk_io_pct] -clock clk0 [all_outputs]
==> ./design.v <==
module adder_axis_cu (
    input aclk,     
    input aresetn,  
    output data1_i_ce,   
    output data2_i_ce,   
    output data_o_ce,    
    input  data1_i_tvalid,   
    output data1_i_tready,   
    input  data2_i_tvalid,   
    output data2_i_tready,   
    output data_o_tvalid,   
    input  data_o_tready    
);
  wire data1_i_reg_valid;  
  wire data2_i_reg_valid;  
  wire data_o_reg_ready;   
  wire start_summation;    
  axis_inf_cu data1_i_cu (
    .aclk(aclk),
    .aresetn(aresetn),
    .load_en(data1_i_ce),
    .upstream_tready(data1_i_tready),
    .upstream_tvalid(data1_i_tvalid),
    .downstream_tready(start_summation),
    .downstream_tvalid(data1_i_reg_valid)
  );
  axis_inf_cu data2_i_cu (
    .aclk(aclk),
    .aresetn(aresetn),
    .load_en(data2_i_ce),
    .upstream_tready(data2_i_tready),
    .upstream_tvalid(data2_i_tvalid),
    .downstream_tready(start_summation),
    .downstream_tvalid(data2_i_reg_valid)
  );
  axis_inf_cu data_o_cu (
    .aclk(aclk),
    .aresetn(aresetn),
    .load_en(data_o_ce),
    .upstream_tready(data_o_reg_ready),
    .upstream_tvalid(start_summation),
    .downstream_tready(data_o_tready),
    .downstream_tvalid(data_o_tvalid)
  );
  assign start_summation = data1_i_reg_valid & data2_i_reg_valid & data_o_reg_ready;
endmodule
module adder_axis_pipe #(
  parameter integer ADDER_WIDTH = 4,                                         
  parameter integer IN_AXIS_WIDTH  = $ceil($itor(ADDER_WIDTH) / 8) * 8,      
  parameter integer OUT_AXIS_WIDTH  = $ceil($itor(ADDER_WIDTH+1) / 8) * 8    
) (
  input                           aclk,             
  input                           aresetn,          
  input       [IN_AXIS_WIDTH-1:0] data1_i_tdata,    
  input                           data1_i_tvalid,   
  output                          data1_i_tready,   
  input       [IN_AXIS_WIDTH-1:0] data2_i_tdata,    
  input                           data2_i_tvalid,   
  output                          data2_i_tready,   
  output reg [OUT_AXIS_WIDTH-1:0] data_o_tdata,     
  output                          data_o_tvalid,    
  input                           data_o_tready     
);
  reg  [ADDER_WIDTH-1:0] adder_in_1;   
  reg  [ADDER_WIDTH-1:0] adder_in_2;   
  wire [  ADDER_WIDTH:0] adder_out;    
  wire data1_i_ce;  
  wire data2_i_ce;  
  wire data_o_ce;   
  always @(posedge aclk or negedge aresetn) begin : data1_i_reg
    if (!aresetn) adder_in_1 <= '0;
    else if (data1_i_ce) adder_in_1 <= data1_i_tdata;
  end
  always @(posedge aclk or negedge aresetn) begin : data2_i_reg
    if (!aresetn) adder_in_2 <= '0;
    else if (data2_i_ce) adder_in_2 <= data2_i_tdata;
  end
  adder_comb #(
      .WIDTH(ADDER_WIDTH)
  ) adder_comb (
      .data1_i(adder_in_1),
      .data2_i(adder_in_2),
      .data_o (adder_out)
  );
  always @(posedge aclk or negedge aresetn) begin : data_o_reg
    if (!aresetn) data_o_tdata <= '0;
    else if (data_o_ce) data_o_tdata <= adder_out;
  end
  adder_axis_cu adder_axis_cu (
      .aclk(aclk),
      .aresetn(aresetn),
      .data1_i_ce(data1_i_ce),
      .data2_i_ce(data2_i_ce),
      .data_o_ce(data_o_ce),
      .data1_i_tready(data1_i_tready),
      .data1_i_tvalid(data1_i_tvalid),
      .data2_i_tready(data2_i_tready),
      .data2_i_tvalid(data2_i_tvalid),
      .data_o_tready(data_o_tready),
      .data_o_tvalid(data_o_tvalid)
  );
endmodule
module adder_comb #(
    parameter integer WIDTH = 4      
) (
    input  [WIDTH-1:0] data1_i,      
    input  [WIDTH-1:0] data2_i,      
    output [  WIDTH:0] data_o        
);
  assign data_o = data1_i + data2_i;
endmodule
module axis_inf_cu (
  input aclk,      
  input aresetn,   
  output load_en,  
  input  upstream_tvalid,   
  output upstream_tready,   
  output downstream_tvalid,   
  input  downstream_tready    
);
  localparam EMPTY = 1'b0;  
  localparam FULL  = 1'b1;  
  reg state;
  always @(posedge aclk or negedge aresetn) begin : FSM_State_Transition
    if (!aresetn) state <= EMPTY;
    else
      case (state)
        EMPTY:
          if (upstream_tvalid) state <= FULL;
        FULL:
          if (downstream_tready && !upstream_tvalid) state <= EMPTY;
        default:
          state <= EMPTY;
      endcase
  end
  assign load_en = (state == EMPTY) || (downstream_tready & state == FULL);
  assign upstream_tready = load_en;
  assign downstream_tvalid = (state == FULL);
endmodule
==> ./run.sh <==
#!/bin/bash
# OpenROAD 26Q1-2900-gdf79404cd8, Yosys 0.63+post, stock flow scripts
make -C /OpenROAD-flow-scripts/flow DESIGN_CONFIG=/design/flow/config.mk WORK_HOME=/design/flow/orfs finish
==> run notes <==
The run finished with clean final reports. The critical path endpoint has a required time of 2.00 ns. The synthesized netlist was found by Yosys to have 61 cells. Deepest level of the CTS H-tree: 1. The portion of the clock cycle consumed by the worst path in the final layout is 90.9%. The run gives 50.9% for the fraction of the yosys area taken by sequential cells. The area recorded from the Yosys report for this design is 787 um2. The aggregate negative setup slack is 0 ns. The leakage dissipation is 0.502 nW, and the total power after layout is 905 uW.

The tally of non-filler cells in the final layout is 135. For this run the aggregate overflow at the end of global routing stands at 0. The first global-routing pass estimated 2.64 mm of wire. The cell at the root of the clock tree is clkbuf_8. In the routed design, unresolved DRC markers number 0. The average instance area after synthesis came out at 12.9 um2.

After synthesis the cells add up to 787 um2. Per the OpenROAD floorplan log, the height of the die is 84 um. The run gives 61 for the synthesized instance count. The layout summary lists the proportion of cells stronger than drive strength 1 as 23.5%. The run gives 16 for the clock net sink count. Number of clock buffers inserted by TritonCTS: 3. Endpoints with negative setup slack in the final report add up to 0. Largest voltage drop on the vdd net: 0.000246 V. The worst setup path is of the in -> out kind.

The detailed placer reported the number of placed instances as 131. The region available for standard cell placement spans 3970 um2. The tools report the count of antenna diodes in the layout as 0. The layout overhead on the synthesized area works out to 39.0%. The finished cells cover 1090 um2.

The synthesized design spends more area on one cell type than any other, namely dfrtp_1. Once synthesis finished, the tally of register bits stood at 16. STA reports the tightest min-delay check as being of type reg -> reg. The report lists the cells along the critical path as clkdlybuf4s50_1 -> nand2b_4 -> nand2_4 -> nand2_4 -> clkdlybuf4s50_1. The number of top-level pins is 32, and the number of buffers inserted by hold repair at cts is 0. The OpenROAD warning count is 33, and the floorplan die width is 84 um. The logs give 550 for the number of global-route vias before repair and 7060 um2 for the chip area.

The smallest hold slack was 0.511 ns. The count of cell types in the netlist is 19. The HPWL after detailed placement is 1.28 mm. TritonCTS built the clock tree. In the final report, the number of hold violations comes to 0. The routed layout has 488 vias. Dividing total power by cell area gives a power density of 828 nW/um2. The routed design has 1.56 mm of wire. Once detail routing completed, the nets flagged for antenna violations numbered 0.

The transition time recorded at the tightest slew-check pin is 0.691 ns. According to the floorplan log, the row count is 23. Cell with the largest stage delay on the worst path: clkdlybuf4s50_1.

The number of antenna violations at the first check in global routing was 0. With the tally of buffers added on design ports at 20, the number of violations of the max-capacitance limit is 0. Fraction of post-synthesis cell area in the top cell type by area: 50.9%. The maximum clock frequency came out at 440 MHz. Measured against its own limit, the worst slew margin works out to 53.8%. Setup repair after global routing left no endpoint under its margin. Overall routing resource usage recorded by global route was 4.52%.

Entering global routing, the biggest net connects 17 pins. In the final report, the number of pins over their slew limit comes to 0. The highest net fanout along the worst path works out to 6. The longest incremental delay of any stage on the critical path is reported as 0.48 ns. The tools report the initial DRC count as 21. In the post-synthesis netlist, the biggest area contributors are dfrtp_1, mux2_2, mux2_4. The run gives 2.27 ns for the final critical-path required period. The initial utilization of the core area, before any placement, comes to 19.8%. The number of setup buffers added after CTS is 0. At the end of routability-driven placement, the weighted congestion stood at 0.720. The area after detailed placement is 1040 um2, and the clock-pin slew of the registers on the worst-case setup and hold paths is 0.06 ns. According to the report, the first pass of detailed routing completed in 4 iterations. Arrival time at the worst endpoint: 1.77 ns.

The kind of launch point of the worst setup path is an input port. The script logs the ratio of routed vias to standard cells as 3.61. The run gives 0 for the number of instances resized during post-cts repair.

In the final run the clock tree shows a worst skew of 0.00188 ns. For the number of warnings issued by yosys, the log shows 4. The routed design shows a wire length per standard cell of 11.6 um.

The run gives 2 as the maximum clock path buffer count. The worst setup path is captured at an output pin. Source-to-sink clock delay at the later pin of the worst-skew pair: 0.25 ns.
-- metrics by stage --
| step | worst slack (ns) | utilization, % |
|---|---|---|
| 2_1_floorplan | 1.11 | - |
| 3_3_place_gp | 0.215 | 26.2 |
| 3_5_place_dp | 0.212 | 26.2 |
| 4_1_cts | 0.203 | 27.5 |
| 5_1_grt | 0.165 | 27.5 |
| 6_report | 0.227 | 27.5 |
-- placed cells by master, fill, tap and decap left out --
master and n:
fa_1 1, ha_1 4, xor2_1 1, a21o_1 2
mux2_2 6, clkdlybuf4s50_1 20, nand2b_4 1, a21oi_2 1
nand2_1 4, dfrtp_1 16, xnor2_1 1, nand2_4 2
nand2b_1 2, a21oi_1 4, conb_1 3, mux2_4 4
nor2_1 3, buf_4 2, inv_1 4, clkbuf_8 4
-- synth_stat cells, drive strengths merged --
master  instances
fa              1
nor2            3
conb            1
inv             4
a21o            2
ha              4
mux2           10
dfrtp          16
buf             4
nand2           6
a21oi           5
xor2            1
xnor2           1
nand2b          3
-- sequential cells by signal (all words and copies together), names as in the netlist --
register	cells
adder_in_2	4
adder_axis_cu.data_o_cu.state	1
data_o_tdata	5
adder_axis_cu.data1_i_cu.state	1
adder_in_1	4
adder_axis_cu.data2_i_cu.state	1
-- layout make-up --
class | instances | area [um2]
sequential | 16 | 400
inverter | 4 | 15.0
timing repair buffer | 22 | 215
clock buffer | 4 | 55.1
multi-input combinational | 39 | 345
fill | 427 | 2880
tap | 50 | 62.6
-- per-layer routing --
layer | wire, um | vias to the layer above | GRT usage (%)
met3 | 88 | 5 | 1.48
met5 | 0 | - | 0
met4 | 47 | 0 | 1.22
met2 | 681 | 19 | 7.04
met1 | 747 | 221 | 5.83
li1 | - | 243 | -
-- cell families (layout without fill, tap and decap cells) --
group	Yosys count	after routing	synth area share, %
muxes	10	10	16.2
AOI/OAI and AO/OA	7	7	5.56
and+or+nand+nor	12	12	9.54
DFF	16	16	50.9
xor gates and xnor gates	2	2	2.23
buffers and inverters	8	30	6.20
adders and majority gates	5	5	8.90
other	1	3	0.476
-- final timing paths --
path,from,to,slack (ns),cells past startpoint
setup / recovery,data_o_tready,data1_i_tready,0.23,5
hold / removal,data_o_tdata[0],data_o_tdata[0],0.51,1
setup reg to reg,adder_in_2[1],data_o_tdata[3],1.05,5
hold reg to reg,data_o_tdata[0],data_o_tdata[0],0.51,1
max in group asynchronous,aresetn,adder_axis_cu.data2_i_cu.state,1.39,1
min in group asynchronous,aresetn,adder_in_1[1],0.67,1
-- report_power, final --
group | switching, mW | total (mW) | leakage, nW | internal (mW)
clock network | 0.0865 | 0.226 | 0.0288 | 0.140
registers | 0.0434 | 0.372 | 0.183 | 0.329
logic | 0.102 | 0.307 | 0.290 | 0.205
total | 0.232 | 0.905 | 0.502 | 0.673
-- critical path, delay by kind of cell --
kind | cells | cell delay [ns]
and+or+nand+nor | 3 | 0.33
buffers and inverters | 2 | 0.94
Power is estimated from default activity; no workload was simulated.
